`run.sh`:
```
#!/bin/bash
# OpenROAD 26Q1-2900-gdf79404cd8, Yosys 0.63+post, stock flow scripts
make -C /OpenROAD-flow-scripts/flow DESIGN_CONFIG=/design/flow/config.mk WORK_HOME=/design/flow/orfs finish
```
`config.mk`:
```
export PLATFORM = sky130hd
export DESIGN_NAME = ADModel_neuron
export DESIGN_NICKNAME = ADModel_neuron
export VERILOG_FILES = /design/flow/design.v
export SDC_FILE = /design/flow/constraint.sdc
export NUM_CORES = 4
export LEC_CHECK = 1
export CORE_UTILIZATION = 30
```
`constraint.sdc`:
```
current_design ADModel_neuron

set clk_period 14.0
set clk_io_pct 0.2

create_clock -name clk0 -period $clk_period

set non_clock_inputs [all_inputs -no_clocks]
set_input_delay [expr $clk_period * $clk_io_pct] -clock clk0 $non_clock_inputs
set_output_delay [expr $clk_period * $clk_io_pct] -clock clk0 [all_outputs]
```
`design.v`:
```
`timescale 1ns / 1ps
module ADModel_neuron(
    input  wire                 param_a,                  
    input  wire [          3:0] param_p,                  
    input  wire [          6:0] param_leak_str,           
    input  wire                 param_leak_en,            
    input  wire [          7:0] param_thr,                
    input  wire                 param_ca_en,              
    input  wire [          7:0] param_thetamem,           
    input  wire [          2:0] param_ca_theta1,          
    input  wire [          2:0] param_ca_theta2,          
    input  wire [          2:0] param_ca_theta3,          
    input  wire [          4:0] param_caleak,             
    input  wire [          7:0] state_core,               
    output wire [          7:0] state_core_next,          
    input  wire [          2:0] state_calcium,            
    output wire [          2:0] state_calcium_next,       
    input  wire [          4:0] state_caleak_cnt,         
    output wire [          4:0] state_caleak_cnt_next,    
    input  wire [          2:0] syn_weight,               
    input  wire                 syn_sign,                 
    input  wire                 syn_event,                
    input  wire                 time_ref,                 
    output wire                 v_up_next,                
    output wire                 v_down_next,              
    output wire [          6:0] event_out1,               
    output wire [          6:0] event_out2,              
    output wire [          6:0] event_out3               
    );
    wire       event_leak, event_tref;
    wire       event_inh;
    wire       event_exc;
    assign event_leak =  syn_event  & time_ref;
    assign event_tref =  event_leak;
    assign event_exc  = ~event_leak & (syn_event & ~syn_sign);
    assign event_inh  = ~event_leak & (syn_event &  syn_sign);
    AD_Model AD_0 (
        .param_a(param_a),
        .param_p(param_p),
        .param_ca_en(param_ca_en),
        .param_thetamem(param_thetamem),
        .param_ca_theta1(param_ca_theta1),
        .param_ca_theta2(param_ca_theta2),
        .param_ca_theta3(param_ca_theta3),
        .param_caleak(param_caleak),
        .state_calcium(state_calcium),
        .state_caleak_cnt(state_caleak_cnt),
        .state_core_next(state_core_next),
        .spike_out1(event_out1[6]),
        .spike_out2(event_out2[6]), 
        .spike_out3(event_out3[6]),
        .event_tref(event_tref),
        .v_up_next(v_up_next),
        .v_down_next(v_down_next),
        .state_calcium_next(state_calcium_next),
        .state_caleak_cnt_next(state_caleak_cnt_next)
    );
    ADModel_neuronstate neuron_state_0 (
        .param_leak_str(param_leak_str),
        .param_leak_en(param_leak_en),
        .param_thr(param_thr),
        .state_core(state_core),
        .event_leak(event_leak),
        .event_inh(event_inh),
        .event_exc(event_exc),
        .syn_weight(syn_weight),
        .state_core_next(state_core_next),
        .event_out1(event_out1),
        .event_out2(event_out2),
        .event_out3(event_out3)
    );
endmodule
`timescale 1ns / 1ps
module ADModel_neuronstate(
    input  wire [          6:0] param_leak_str,          
    input  wire [          3:0] param_p,
    input  wire                 param_leak_en,           
    input  wire [          7:0] param_thr,               
    input  wire [          7:0] state_core,              
    input  wire                 event_leak,              
    input  wire                 event_inh,               
    input  wire                 event_exc,               
    input  wire [          2:0] syn_weight,              
    output reg [          7:0] state_core_next,         
    output wire [          6:0] event_out1,               
    output wire [          6:0] event_out2,              
    output wire [          6:0] event_out3               
    );
    reg  [7:0] state_core_next_i;
    wire [7:0] state_leak, state_inh, state_exc;
    reg       spike_out1, spike_out2, spike_out3; 
    assign event_out1     = {spike_out1, 3'b000, 3'b0};
    assign event_out2     = {spike_out2, 3'b000, 3'b0};
    assign event_out3     = {spike_out3, 3'b000, 3'b0};
    always @ (param_p) begin
        if (param_p == 4'b0011) begin 
            spike_out1 = (state_core_next_i >= param_thr);
            spike_out2       = (state_core_next_i >= (param_thr>>1)); 
            spike_out3       = (state_core_next_i >= ((param_thr>>1) + (param_thr>>2)));
                if (spike_out1 || spike_out2 || spike_out3)
                    state_core_next = state_core_next_i;
                else
                state_core_next = 8'd0;
        end else
            spike_out1 = (state_core_next_i >= param_thr);
            spike_out2       = 0; 
            spike_out3       = 0;
           state_core_next = (spike_out1? 8'd0 : state_core_next_i); 
    end  
    always @(*) begin 
            if (event_leak && param_leak_en)
                if (state_core >= state_leak)
                    state_core_next_i = state_leak;
                else
                    state_core_next_i = 8'b0;
            else if (event_inh)
                if (state_core >= state_inh)
                    state_core_next_i = state_inh;
                else
                    state_core_next_i = 8'b0;
            else if (event_exc)
                if (state_core <= state_exc)  
                    state_core_next_i = state_exc;
                else
                    state_core_next_i = 8'hFF;
            else 
                state_core_next_i = state_core;
    end
    assign state_leak = (state_core - {1'b0,param_leak_str});
    assign state_inh  = (state_core - {5'b0,syn_weight});
    assign state_exc  = (state_core + {5'b0,syn_weight});
endmodule 
`timescale 1ns / 1ps
module AD_Model(
    input  wire                 param_a,                  
    input  wire [          3:0] param_p,                  
    input  wire [          7:0] param_thetamem,           
    input  wire [          2:0] param_ca_theta1,          
    input  wire [          2:0] param_ca_theta2,          
    input  wire [          2:0] param_ca_theta3,          
    input  wire [          4:0] param_caleak,             
    input  wire                 param_ca_en,              
    input  wire [          2:0] state_calcium,            
    input  wire [          4:0] state_caleak_cnt,         
    input  wire [          7:0] state_core_next,          
    input  wire                 spike_out1,                
    input  wire                 spike_out2,                
    input  wire                 spike_out3,                
    input  wire                 event_tref,               
    input  wire                 CLK,                      
    input  wire                 RST,                      
    output reg                 v_up_next,                
    output reg                 v_down_next,              
    output reg  [          2:0] state_calcium_next,       
    output reg  [          4:0] state_caleak_cnt_next     
    );
    reg ca_leak;
    integer i;
    always @(*) begin
    if (param_a) begin
     v_up_next   <= param_ca_en && (state_core_next >= param_thetamem) && (param_ca_theta1>>1 <= state_calcium_next) && (state_calcium_next < param_ca_theta3);
     v_down_next <= param_ca_en && (state_core_next <  param_thetamem) && (param_ca_theta1>>1 <= state_calcium_next) && (state_calcium_next < param_ca_theta2);
    end 
    end
    always @ (*) begin
        if (param_a && ~|param_p) begin
            if (spike_out1 && ~ca_leak && ~&state_calcium) 
            state_calcium_next = state_calcium + 3'b1;
            else if (~spike_out1 && ca_leak && state_calcium != 3'b010)
            state_calcium_next = state_calcium - 3'b1; 
            else if (~spike_out1 && ca_leak && state_calcium == 3'b010)
            state_calcium_next = state_calcium;  
        end 
        if (param_a && |param_p)begin
            case(param_p)
            3'b1: begin 
                if (~spike_out1 && ca_leak)begin
                  if (state_calcium != 3'b001)
                  state_calcium_next = state_calcium - 3'b1;
                  else if (state_calcium !=3'b011)
                  state_calcium_next = state_calcium + 3'b1;
                  end
                end 
            3'b010: begin 
                if (spike_out1 && ca_leak && state_calcium != 3'b011)
                state_calcium_next = state_calcium + 3'b1; 
                else if(~spike_out1 && ca_leak && state_calcium == 3'b011)
                state_calcium_next = state_calcium; 
               end
            3'b011: begin
                if (spike_out3 && ~ca_leak && state_calcium != 3'b011)
                state_calcium_next = state_calcium + 3'b1;
                else if (~spike_out3 && ca_leak && state_calcium != 3'b001) 
                state_calcium_next = state_calcium - 3'b1; 
                if (spike_out2 && ~ca_leak && state_calcium != 3'b100) 
                state_calcium_next = state_calcium + 3'b1; 
                else if (~spike_out2 && ~ca_leak && state_calcium != 3'b001)
                state_calcium_next = state_calcium - 3'b1;
                if (spike_out1 && ~ca_leak && ~&state_calcium) 
                state_calcium_next = state_calcium + 3'b1;
                else if (~spike_out1 && ca_leak && state_calcium != 3'b001) 
                state_calcium_next = state_calcium- 3'b1;
               end            
           3'b100: begin
            if (spike_out1 && ~ca_leak && ~&state_calcium) 
                state_calcium_next = state_calcium + 3'b1;
            else if (ca_leak && ~spike_out1 && |state_calcium) 
                state_calcium_next = state_calcium - 3'b1;
                end 
          endcase    
        end 
    end
     always @(*) begin 
        if (param_ca_en && |param_caleak && event_tref)
            if (state_caleak_cnt == (param_caleak - 5'b1)) begin
                state_caleak_cnt_next = 5'b0;
                ca_leak               = 1'b1;
            end else begin
                state_caleak_cnt_next = state_caleak_cnt + 5'b1;
                ca_leak               = 1'b0;
            end
        else begin
            state_caleak_cnt_next = state_caleak_cnt;
            ca_leak               = 1'b0;
        end
    end
endmodule
```
==> changes_impl.md <==
### Metrics

- Max_cap viols: 0
- Critical Path RT: 11.20 ns
- Worst-path cell chain: clkdlybuf4s50_1 > inv_1 > ha_1 > inv_1 > fa_1 > a211oi_1 > nor3b_1 > ha_1 > xor2_1 > a21oi_1 > a211oi_2 > nor3_1 > a2111oi_1 > nor2_1 > ha_1 > or4_1 > a21oi_1 > o31ai_4 > buf_4 > a211oi_1 > clkdlybuf4s50_1
- Slew headroom: 0.501
- Die Ht: 108 microns
- Commonest flop: dlxtn_1
- First-pass GRT wire length: 14.6 mm
- Setup WS post-layout: 2.52 ns
- Critical path's most frequent cell: ha_1
- Fmax: just under 90 MHz
- Register pins left without a clock: 5
- Largest net degree at the start of global routing: 23
- CTS Hold Buffers Added: 0
- Yosys Chip Area: 3340 sq um
- Synth async-reset ratio: 0
- Worst-margin pin slew: about 0.74 ns
- Tmin final: 11.48 ns
- Core Box Area: ~11,000 sq um
- CP startpoint kind: input pin
- Final non-filler cell total: 681
- Crit-path slowest cell: clkdlybuf4s50_1
- Grt met1 use: 0.253
- Class of the worst hold path: in2out
- Top Family by Delay on Critical Path: AND-OR/OR-AND gates
- Hpwl dp: between 7 and 8 mm
- P_leak: 1.84 nW
- Layout cells sized above 1: 0.0647
- CP peak stage delay: around 0.56 ns
- # port buffers: around 84
- Log Warnings: 43
- Post-CTS Setup Bufs: 0
- Number of inserted diodes: 0
- Cell Pwr Density: about 39 nW/um^2
- Drt drc: 0
- Met3 usage: 0.00370
- Cell Rows: 38
- Setup violators final: 0
- Total power draw: ~0.00017 W
- EDFF count, synth: 0
- Critical Path AT: 8.68 ns
- Average wire per standard cell: 13.4 microns
- GRT overflow: 0
- Worst VDD drop: about 0.017 mV
- Pre-CTS setup slack: 2.50 ns
- 1st-iter DRT viols: around 280
- Die W: 108 microns
- Element type at the critical path end: output pin
- All-Layer GR Usage: 0.157
- Most used routing layer: met1
- Netlist cell types: 78
- Detail Route Antenna Nets: 0
- Initial Util: 0.308
- Vias in the first global route: 3,107
- DRT Pass-1 Iters: 5
- Routability congestion estimate from global placement: 0.939
- Vias: approximately 3,500
- Cells after Synth: 470
- Final setup TNS: 0 ns
- IO Pins: 105
- YS warnings: 27
- Initial antenna violation count: 0
- Cell Area, Synth: 3340 sq um
- Post-Syn Area per Cell: 7.11 sq um
- Max-slew violations: 0
- Via density per instance: approximately 5
- CTS resizes: 0
- # Cells Yosys: 470
- Post-Route WL: 9.13 mm
- Full die area: 11,600 sq um
- Yosys reg bits: 5
- Met2 Track Usage GR: 0.243
- Worst Path Buf+Inv: 5
- Final hold vios: 0
- WHS: 6.63 ns
- Inst Count DP: 681
- Setup Crit Path Kind: in2out
- Unrepaired setup endpoints after global routing: false
- Area Growth Syn to Fin: 26.8%
- Status: complete, no violations
- Endpoints left unconstrained: 10
- CP Max Fanout: 22
- Final Cycle Share: 0.820
==> per-layer routing <==
metal	share of wire	wire, microns
met1	0.50	4610
met2	0.43	3890
met4	0.0033	30
met5	0	0
met3	0.067	609
==> area by class of cell <==
cell class / count / area, sq um
well taps: 140 / 175
fillers: 1113 / 6610
repair buffers: 86 / 856
inverters: 51 / 191
flip-flops and latches: 5 / 75.1
multi-input cells: 399 / 2940
==> cell usage in the layout, fill, tap and decap left out, types with 4 or more instances in the layout <==
cell type        netlist  routed
a211oi_1               4       4
a21o_1                11      11
a21oi_1               38      38
and3_1                 4       4
clkdlybuf4s50_1        0      84
conb_1                 1      20
ha_1                  58      58
inv_1                 51      51
nand2_1               30      30
nand2b_1               6       6
nand3_1               18      18
nand3b_1               4       4
nand4_1                5       5
nor2_1                32      32
nor2b_1               12      12
nor3_1                16      16
nor3b_1                5       5
o211ai_1               5       5
o21a_1                 4       4
o21ai_0               25      25
o22ai_1                9       9
or3_1                  4       4
xnor2_1               15      15
xor2_1                 8       8
==> state kept, by name, summed over array words and instances (netlist names) <==
register                 count
AD_0.v_up_next               1
AD_0.v_down_next             1
AD_0.state_calcium_next      3
==> worst min-delay path: cells and delay by family <==
kind,cells,cell delay (ns)
compound gates,1,0.08
buf+inv,2,0.88
simple gates,1,0.08
==> power by group <==
group,internal [W],switching (W)
Sequential,0.00000196,0.00000156
Combinational,0.0000806,0.0000827
Clock,0,0
==> kinds of logic after synthesis <==
| kind of cell | Yosys count | synth area share |
|---|---|---|
| AOI/OAI and AO/OA | 134 | 0.280 |
| adders and majority gates | 61 | 0.235 |
| other | 1 | 0.00112 |
| xor gates and xnor gates | 23 | 0.0603 |
| muxes | 4 | 0.0142 |
| buffers and inverters | 85 | 0.124 |
| and+or+nand+nor | 157 | 0.263 |
| latches | 5 | 0.0225 |
==> final timing paths <==
path,slack [ns],start,cells after the start,endpoint
setup / recovery,2.52,state_core[0],21,state_core_next[5]
hold / removal,6.63,state_caleak_cnt[4],4,state_caleak_cnt_next[4]
==> cell usage after synthesis, drive strengths merged, types with 7 or more instances <==
| master | instances | area share |
|---|---|---|
| nor3 | 16 | 0.024 |
| a211oi | 7 | 0.020 |
| nand2 | 30 | 0.034 |
| xnor2 | 15 | 0.039 |
| ha | 58 | 0.22 |
| o21ai | 27 | 0.042 |
| inv | 51 | 0.057 |
| a21oi | 40 | 0.064 |
| nor2b | 13 | 0.025 |
| o22ai | 9 | 0.017 |
| buf | 27 | 0.058 |
| clkbuf | 7 | 0.0082 |
| nand2b | 7 | 0.015 |
| xor2 | 8 | 0.021 |
| nor2 | 33 | 0.038 |
| nand3 | 19 | 0.030 |
| a21o | 11 | 0.025 |
==> metrics by stage <==
| stage | util | cell area, sq um |
|---|---|---|
| finish | 0.390 | 4230 |
| global route | 0.390 | 4230 |
| CTS | 0.390 | 4230 |
| detailed placement | 0.390 | 4230 |
| global placement | 0.390 | 4230 |
| floorplan | - | 3410 |
Power figures rest on the tool's default switching activity, not on a simulated workload.
